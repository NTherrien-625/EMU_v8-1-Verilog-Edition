`flow/run.sh`:
```
#!/bin/bash
# OpenROAD 26Q1-2900-gdf79404cd8, Yosys 0.63+post, stock flow scripts
make -C /OpenROAD-flow-scripts/flow DESIGN_CONFIG=/design/flow/config.mk WORK_HOME=/design/flow/orfs finish
```
`flow/constraint.sdc`:
```
current_design RegisterFile

set clk_period 2.5
set clk_io_pct 0.2

create_clock -name clk0 -period $clk_period [get_ports {clock}]

set non_clock_inputs [all_inputs -no_clocks]
set_input_delay [expr $clk_period * $clk_io_pct] -clock clk0 $non_clock_inputs
set_output_delay [expr $clk_period * $clk_io_pct] -clock clk0 [all_outputs]
```
`flow/config.mk`:
```
export PLATFORM = sky130hd
export DESIGN_NAME = RegisterFile
export DESIGN_NICKNAME = RegisterFile
export VERILOG_FILES = /design/flow/design.v
export SDC_FILE = /design/flow/constraint.sdc
export NUM_CORES = 4
export LEC_CHECK = 1
export CORE_UTILIZATION = 30
```
`flow/design.v`:
```
module Demux8_1to3(I, S, Q1, Q2, Q3);
    input [7:0] I;
    input [1:0] S;
    output [7:0] Q1;
    output [7:0] Q2;
    output [7:0] Q3;
    reg [7:0] Q1;
    reg [7:0] Q2;
    reg [7:0] Q3;
    always @ (I or S) begin
        case (S)
            2'b01 : begin
                Q1 <= I; Q2 <= 0; Q3 <= 0;
            end
            2'b10 : begin
                Q1 <= 0; Q2 <= I; Q3 <= 0;
            end
            2'b11 : begin
                Q1 <= 0; Q2 <= 0; Q3 <= I;
            end
        endcase
    end
endmodule
module Mux8_3to1(I1, I2, I3, S, Q);
    input [7:0] I1;
    input [7:0] I2;
    input [7:0] I3;
    input [1:0] S;
    output [7:0] Q;
    reg [7:0] Q;
    always @ (I1 or I2 or I3 or S) begin
        case (S)
            2'b01 : Q <= I1;
            2'b10 : Q <= I2;
            2'b11 : Q <= I3; 
        endcase
    end
endmodule
module Reg8(I, Q, E, clock);
    input [7:0] I;
    input E, clock;
    output [7:0] Q;
    reg [7:0] Q;
    always @(posedge clock)
    if (E) begin
        Q <= I;
    end
endmodule
module RegisterFile(I, IS, Q, QS, clock);
    input [7:0] I;
    input [1:0] IS;
    output [7:0] Q;
    wire [7:0] Q;
    input [1:0] QS;
    input clock;
    wire [7:0] demux_out_one;
    wire [7:0] demux_out_two;
    wire [7:0] demux_out_three;
    wire r1_we;
    wire r2_we;
    wire r3_we;
    wire [7:0] r1_out;
    wire [7:0] r2_out;
    wire [7:0] r3_out;
    Demux8_1to3 demux (.I(I), .S(IS), .Q1(demux_out_one), .Q2(demux_out_two), .Q3(demux_out_three));
    and(r1_we, ~IS[1], IS[0]);
    and(r2_we, IS[1], ~IS[0]);
    and(r3_we, IS[1], IS[0]);
    Reg8 r1 (.I(demux_out_one), .Q(r1_out), .E(r1_we), .clock(clock));
    Reg8 r2 (.I(demux_out_two), .Q(r2_out), .E(r2_we), .clock(clock));
    Reg8 r3 (.I(demux_out_three), .Q(r3_out), .E(r3_we), .clock(clock));
    Mux8_3to1 mux (.I1(r1_out), .I2(r2_out), .I3(r3_out), .S(QS), .Q(Q));
endmodule
```
==> reports/metrics.yaml <==
status:
  status: "completed"
global_routing:
  grt_first_pass_wirelength_um: 3990
  grt_pass1_vias: 843
  grt_max_degree: 25
  gr-total-overflow: 0
  grt_usage: 0.100
  antenna_found_initial: 0
die:
  chipArea_sq_mm: 0.00557
  coreArea_sq_mm: 0.00511
  die_h_um: 74.6
  fp_util: 0.310
  chipWidth_um: 74.6
  std_cell_rows: 26
  ioPinCount: 21
critical_path:
  worstSetupPathType: "input pin to register"
  cp-end-kind: "register"
  crit_fanout: 12
  cp.required_ns: 2.47
  arrival_ns: 1.62
  cp-start-kind: "input pin"
synthesis:
  syn_inst: 116
  ys_types: 11
  yosysCellCount: 116
  top_area_cell: "edfxtp_1"
  topCellsByArea: "edfxtp_1, dlxtn_1, mux2i_1"
  synth_area_sq_mm: 0.00158
  yosys-stat-area_sq_mm: 0.00158
  yosys_warnings: 3
  top_area_frac: 0.455
  avgSynthCellArea_sq_um: 13.6
  ys.flops: 56
timing:
  slew_headroom: 0.657
  timing.hold.ws_ns: 1.35
  unclocked_regs: 32
  fin_crit_ns: 1.64
  tightest_slew_ns: 0.513
  tns_ns: 0
  grt_setup_unrepaired: "false"
  drv_slew: 0
  untimed_endpoints: 64
  hold_violations: 0
  max_freq_ghz: 0.609
  timing.final.crit_share: 0.656
  finalWorstSetupSlack_ns: 0.859
  final-setup-viol-count: 0
detailed_routing:
  num_vias: 850
  routed_wirelength_um: 2560
  num_antenna_cells: 0
  drt-initial-drc-count: 38
  first_pass_iters: 4
  wl_per_cell_um: 12.3
  drc: 0
  vias_per_cell: 4.09
  postRouteAntennaNets: 0
layout:
  comb_area_sq_um: 327
  lay_top_count: "dlxtn_1"
  synthToLayoutAreaGrowth_pct: 21.6
  final_cells: 208
  layout.cells.most_common_list: "dlxtn_1, edfxtp_1, clkdlybuf4s50_1, nor2_1, nor2b_1"
  nFillCells: 489
  seq_area_sq_mm: 0.00120
  fin_area_sq_mm: 0.00192
  drive_above_1_share: 0.0652
pwr:
  p_comb_frac: 0.095
  ir_worst_vdd_v: 0.000262
  leakagePower_nw: 0.810
  p_per_area_mw_per_mm2: 463
  switchingPower_uw: 158
  seqPwrFrac: 0.540
  clkPwrFrac: 0.365
  internal-power_uw: 733
  netSwitchingFraction: 0.178
clock_tree:
  clk_pin_slew_ns: 0.08
  cts_tree: "yes"
  hold_buffers: 0
  cts-root-buf: "clkbuf_8"
  cts-resized-gates: 0
  htreeDepth: 1
  numCtsBuffers: 3
  clk_path_buf_depth: 2
  cts_setup_buffers: 0
place:
  dpl_cell_area_sq_mm: 0.00185
  dp.cells: 204
  hpwl_um: 2030
  port_buffers: 20
  gp_congestion: 0.824
  dp_slack_ns: 0.593
hold_path:
  worstHoldPathType: "input pin to register"
flow_run:
  warnings: 25
  drv_cap: 0
synth_stat cells (all sizes together):
| library cell | number |
|---|---|
| and2 | 9 |
| and3 | 8 |
| edfxtp | 24 |
| mux2i | 8 |
| dlxtn | 32 |
| nor2 | 10 |
| nor2b | 10 |
| buf | 7 |
| a21oi | 8 |
path summary, 6_finish.rpt:
kind | start | end | slack, ns | cells after the start
worst max-delay path | IS[1] | r1.Q[7] | 0.86 | 4
worst min-delay path | IS[0] | r2.Q[1] | 1.35 | 3
metal layers:
layer,vias up,GRT usage,part of all wire
met5,-,0,0
met4,0,0.0168,0.018
met3,4,0.0190,0.037
met2,22,0.179,0.49
met1,390,0.133,0.45
li1,434,-,-
sequential cells by signal, summed over array words and instances, names as in the netlist:
name,cells
demux.Q1,8
demux.Q2,8
demux.Q3,8
mux.Q,8
r1.Q,8
r2.Q,8
r3.Q,8
layout make-up:
cell class	count	area share
Sequential cell	56	0.624
Multi-Input combinational cell	53	0.170
Clock inverter	1	0.0156
Tap cell	70	0.0455
Timing Repair Buffer	25	0.124
Clock buffer	3	0.0215
cells by family (layout without fill, tap and decap cells):
family / Yosys count / after routing / synth area share
and+or+nand+nor: 37 / 37 / 0.130
AOI/OAI and AO/OA: 8 / 8 / 0.0253
muxes: 8 / 8 / 0.0506
DFF: 24 / 24 / 0.455
latches: 32 / 32 / 0.304
buffers and inverters: 7 / 29 / 0.0348
stage by stage:
step / utilization / power (mW)
finish: 0.377 / 0.891
global route: 0.377 / 0.925
CTS: 0.377 / 0.897
detailed placement: 0.363 / 0.575
global placement: 0.363 / 0.572
floorplan: - / 0.538
critical path: stages:
cell,delay (ns)
clkdlybuf4s50_1,0.57
buf_4,0.25
nor2b_1,0.11
buf_4,0.17
power groups by stage:
stage,sequential (mW),combinational (mW),clock (mW)
final,0.481,0.0850,0.325
after global routing,0.482,0.0940,0.348
after CTS,0.481,0.0855,0.331
Power is estimated from default activity; no workload was simulated.
