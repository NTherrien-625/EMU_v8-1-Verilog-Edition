[design/flow/design.v]
module FullAdder1(A, B, Cin, S, Cout);
    input A, B, Cin;
    output S, Cout;
    wire wire1;
    wire wire2;
    wire wire3;
    xor(wire1, A, B);
    and(wire2, A, B);
    and(wire3, wire1, Cin);
    xor(S, wire1, Cin);
    or(Cout, wire2, wire3);
endmodule
module FullAdder8(A, B, Cin, S, Cout);
    input [7:0] A, B;
    input Cin;
    output [7:0] S;
    output Cout;
    wire carry_zero;
    wire carry_one;
    wire carry_two;
    wire carry_three;
    wire carry_four;
    wire carry_five;
    wire carry_six;
    FullAdder1 zero (.A(A[0]), .B(B[0]), .Cin(Cin), .S(S[0]), .Cout(carry_zero));
    FullAdder1 one (.A(A[1]), .B(B[1]), .Cin(carry_zero), .S(S[1]), .Cout(carry_one));
    FullAdder1 two (.A(A[2]), .B(B[2]), .Cin(carry_one), .S(S[2]), .Cout(carry_two));
    FullAdder1 three (.A(A[3]), .B(B[3]), .Cin(carry_two), .S(S[3]), .Cout(carry_three));
    FullAdder1 four (.A(A[4]), .B(B[4]), .Cin(carry_three), .S(S[4]), .Cout(carry_four));
    FullAdder1 five (.A(A[5]), .B(B[5]), .Cin(carry_four), .S(S[5]), .Cout(carry_five));
    FullAdder1 six (.A(A[6]), .B(B[6]), .Cin(carry_five), .S(S[6]), .Cout(carry_six));
    FullAdder1 seven (.A(A[7]), .B(B[7]), .Cin(carry_six), .S(S[7]), .Cout(Cout));
endmodule
[design/flow/constraint.sdc]
current_design FullAdder8

set clk_period 7.7
set clk_io_pct 0.2

create_clock -name clk0 -period $clk_period

set non_clock_inputs [all_inputs -no_clocks]
set_input_delay [expr $clk_period * $clk_io_pct] -clock clk0 $non_clock_inputs
set_output_delay [expr $clk_period * $clk_io_pct] -clock clk0 [all_outputs]
[design/flow/config.mk]
export PLATFORM = sky130hd
export DESIGN_NAME = FullAdder8
export DESIGN_NICKNAME = FullAdder8
export VERILOG_FILES = /design/flow/design.v
export SDC_FILE = /design/flow/constraint.sdc
export NUM_CORES = 4
export LEC_CHECK = 1
export CORE_AREA = 10 10 70 70
export DIE_AREA = 0 0 80 80
[design/flow/run.sh]
#!/bin/bash
# OpenROAD 26Q1-2900-gdf79404cd8, Yosys 0.63+post, stock flow scripts
make -C /OpenROAD-flow-scripts/flow DESIGN_CONFIG=/design/flow/config.mk WORK_HOME=/design/flow/orfs finish
==> flow_metrics.env <==
# flow metrics
export IMPL_status="finished, final reports clean"
export IMPL_yosys_cells=26
export IMPL_cts_resized=0
export IMPL_logic_area_um2=160
export IMPL_n_antenna_cell=0
export IMPL_cp_common_cell="fa_1"
export IMPL_synth_distinct_cells=3
export IMPL_syn_to_final_growth_pct=100
export IMPL_grt_overflow=0
export IMPL_wl_per_cell_um=8.07
export IMPL_crit_type="primary input to primary output"
export IMPL_hold_ws_ns=4.12
export IMPL_finalSetupViolCount=0
export IMPL_grt_pass1_wl_um=1150
export IMPL_drive_gt1_share_pct=0
export IMPL_place_hpwl_um=741
export IMPL_finalCriticalPeriod_ns=7.08
export IMPL_pin_count=26
export IMPL_placed_cell_area_um2=515
export IMPL_tns_ns=0
export IMPL_report_final_hold_viol_count=0
export IMPL_track_usage_pct=2.21
export IMPL_io_buffers=26
export IMPL_slew_violations=0
export IMPL_core_area_mm2=0.00342
export IMPL_crit_path_top_delay_cell="clkdlybuf4s50_1"
export IMPL_hold_path_class="primary input to primary output"
export IMPL_yosysWarnings=0
export IMPL_crit_required_ns=6.16
export IMPL_ys_seq_share_pct=0
export IMPL_arrival_ns=5.54
export IMPL_design_area_um2=515
export IMPL_synth_area_um2=258
export IMPL_start_kind="primary input"
export IMPL_avgViaCountPerCell=2.32
export IMPL_grt_max_degree=2
export IMPL_finalClockPeriodUsage_pct=92.0
export IMPL_rows=21
export IMPL_flops=0
export IMPL_peakVddDrop_mv=0.0192
export IMPL_worstPathMaxFanout=1
export IMPL_ant_nets=0
export IMPL_avgSynthCellArea_um2=9.91
export IMPL_area_leaders="fa_1 62%, buf_4 23%, inv_1 15%"
export IMPL_drv_cap=0
export IMPL_leakage_nw=0.213
export IMPL_regArea_um2=0
export IMPL_grt_pass1_vias=232
export IMPL_powerDensity_mw_per_mm2=68.1
export IMPL_initial_core_util_pct=7.55
export IMPL_wl_um=726
export IMPL_place_congestion=0.846
export IMPL_max_stage_delay_ns=0.47
export IMPL_ys_area_um2=258
export IMPL_worstPathCellList="clkdlybuf4s50_1 -> inv_1 -> fa_1 -> inv_1 -> fa_1 -> fa_1 -> fa_1 -> fa_1 -> fa_1 -> fa_1 -> inv_1 -> fa_1 -> inv_1 -> clkdlybuf4s50_1"
export IMPL_endpoint_kind="primary output"
export IMPL_chipArea_mm2=0.00640
export IMPL_top_cell_area_share_pct=62.1
export IMPL_worst_pin_slew_ns=0.0976
export IMPL_yosys_area_top_type="fa_1"
export IMPL_synthCells=26
export IMPL_fmax_mhz=141
export IMPL_rsz0062_at_grt="no"
export IMPL_drcViolationCount=0
export IMPL_fill_cells=393
export IMPL_die_y_um=80
export IMPL_clockBufferCount=0
export IMPL_slew_limit_headroom_pct=93.5
export IMPL_drtIter0Drc=2
export IMPL_grt_antenna_before_repair=0
export IMPL_firstDrtPassIters=2
export IMPL_post_cts_buffers=0
export IMPL_warnings=32
export IMPL_cts_hold_buffers=0
export IMPL_die_width_um=80
export IMPL_fin_util_pct=15.1
export IMPL_num_vias=209
==> logic make-up after synthesis <==
family | after synthesis | synth area share [%]
buffers and inverters | 18 | 37.9
adder cells (fa/ha/maj) | 8 | 62.1
==> worst max-delay path: cells and delay by family <==
kind	cells	cell delay [ns]
fa+ha+maj	8	2.86
buf+inv	6	1.13
==> layout make-up <==
class,count,area share [%]
Inverter,10,7.28
Tap cell,46,11.2
Timing Repair Buffer,26,50.5
Multi-Input combinational cell,8,31.1
==> cell usage in the layout (no fill, tap or decap), drive strengths merged <==
cell	n
fa	8
clkdlybuf4s50	26
inv	10
==> per-stage QoR <==
stage	total power, W	cells	worst slack [ns]
floorplan	0.0000173	26	1.52
global placement	0.0000361	90	0.598
detailed placement	0.0000364	90	0.558
CTS	0.0000365	90	0.562
global route	0.0000402	90	0.446
finish	0.0000351	90	0.617
==> final timing paths <==
check,from,end,slack [ns],cells past startpoint
worst max-delay path,A[0],S[7],0.62,14
worst min-delay path,Cin,S[0],4.12,5
==> cell usage after synthesis, drive strengths merged <==
| master | instances |
|---|---|
| buf | 8 |
| fa | 8 |
| inv | 10 |
==> where the power goes <==
group | switching (W) | internal (W)
clock network | 0 | 0
logic | 0.00000914 | 0.0000260
registers | 0 | 0
==> routing by layer <==
layer / vias up / part of all wire (%) / wire length [µm] / GRT usage, %
li1: 96 / - / - / -
met1: 88 / 44 / 317 / 3.04
met2: 25 / 25 / 182 / 2.33
met3: 0 / 31 / 225 / 2.39
met4: 0 / 0 / 0 / 0
met5: - / 0 / 0 / 0
No activity file was given, so power comes from the tool's default toggle rates.
